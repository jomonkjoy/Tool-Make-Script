--- run.sh ---
#!/bin/bash
# OpenROAD 26Q1-2900-gdf79404cd8, Yosys 0.63+post, stock flow scripts
make -C /OpenROAD-flow-scripts/flow DESIGN_CONFIG=/design/flow/config.mk WORK_HOME=/design/flow/orfs finish
--- config.mk ---
export PLATFORM = sky130hd
export DESIGN_NAME = CascadeMod
export DESIGN_NICKNAME = CascadeMod
export VERILOG_FILES = /design/flow/design.v
export SDC_FILE = /design/flow/constraint.sdc
export NUM_CORES = 4
export LEC_CHECK = 1
export CORE_UTILIZATION = 50
--- constraint.sdc ---
current_design CascadeMod

set clk_period 7.1
set clk_io_pct 0.2

create_clock -name clk0 -period $clk_period [get_ports {clk}]

set non_clock_inputs [all_inputs -no_clocks]
set_input_delay [expr $clk_period * $clk_io_pct] -clock clk0 $non_clock_inputs
set_output_delay [expr $clk_period * $clk_io_pct] -clock clk0 [all_outputs]
--- design.v ---
module Adder16 #(
  parameter DATA_WIDTH = 16
  ) (
  output logic [DATA_WIDTH-1:0] sout,
  output logic cout,
  input  logic [DATA_WIDTH-1:0] ain, bin,
  input  logic cin, clk
  );
  logic [DATA_WIDTH-1:0] s_ain,s_bin;
  logic s_cin;
  always_ff @(posedge clk) begin
    s_ain <= ain;
    s_bin <= bin;
    s_cin <= cin;
    {cout,sout} <= s_ain + s_bin + s_cin;
  end
endmodule
module Adder8 #(
  parameter DATA_WIDTH = 8
  ) (
  output logic [DATA_WIDTH-1:0] sout,
  output logic cout,
  input  logic [DATA_WIDTH-1:0] ain, bin,
  input  logic cin, clk
  );
  logic [DATA_WIDTH-1:0] s_ain,s_bin;
  logic s_cin;
  always_ff @(posedge clk) begin
    s_ain <= ain;
    s_bin <= bin;
    s_cin <= cin;
    {cout,sout} <= s_ain + s_bin + s_cin;
  end
endmodule
module CascadeMod (
  input  logic [15:0] data1, data2,
  output logic [15:0] s, cnt,
  input  logic clk, cin, rst, start,
  output logic cout, comp_out
);
logic co;
Adder8 u10 (.ain(data1[7:0]), .bin(data2[7:0]), .cin(cin), .clk(clk), 
.sout(s[7:0]), .cout(co));
Adder8 u11 (.ain(data1[15:8]), .bin(data2[15:8]), .cin(co), .clk(clk), 
.sout(s[15:8]), .cout(cout));
Comparator u12 (.ain(s), .bin(cnt), .cp_out(comp_out));
Counter u13 (.count(cnt), .start(start), .clk(clk), .rst(rst));
endmodule
module Comparator (
  output logic cp_out,
  input  logic [15:0] ain, bin
  );
  assign cp_out = ain < bin;
endmodule
module Counter (
  input  logic clk,
  input  logic rst,
  input  logic start,
  output logic [15:0] count
);
  always_ff @(posedge clk) begin
    if (rst) begin
      count <= 16'd0;
    end else if (start) begin
      count <= 16'd1;
    end else begin
      count <= count + 1;
    end
  end
endmodule
==> results.sh <==
# flow metrics
export IMPL_status="complete, no violations"
export IMPL_power_mw=0.863
export IMPL_hold_ws_ns=0.328
export IMPL_holdPathEnd="u11.s_cin"
export IMPL_layout_drive_gt1_share=0.0634
export IMPL_place_area_um2=3430
export IMPL_ios=70
export IMPL_dp_hpwl_um=3400
export IMPL_core_area_um2=5110
export IMPL_ys_seq_frac=0.512
export IMPL_rsz0062_at_grt="no"
export IMPL_setup_tns_ns=0
export IMPL_grt_overflow_total=0
export IMPL_fp_dieW_um=74.9
export IMPL_finalHoldViolCount=0
export IMPL_finish_utilization=0.704
export IMPL_top_area_frac=0.512
export IMPL_end_kind="primary output"
export IMPL_skew_ns=0.00571
export IMPL_hp_class="flop to flop"
export IMPL_xor_share=0.0791
export IMPL_ctsHoldBuffers=0
export IMPL_worstSetupPathType="flop to primary output"
export IMPL_grt_max_degree=16
export IMPL_max_vdd_ir_drop_v=0.000170
export IMPL_synth_seq_cells=68
export IMPL_ys_top_logic_family="adder cells"
export IMPL_gr_usage_all_layers=0.187
export IMPL_synth_area_per_cell_um2=10.7
export IMPL_yosys_cells=248
export IMPL_cts_buffers=9
export IMPL_drt_total_wl_um=4590
export IMPL_flop_area_um2=1360
export IMPL_slew_viol_final=0
export IMPL_mostFrequentLayoutCell="clkdlybuf4s50_1"
export IMPL_slew_limit_headroom=0.781
export IMPL_yosysTopAreaCell="dfxtp_1"
export IMPL_clock_latency_ns=0.33
export IMPL_cts_root_buf="clkbuf_8"
export IMPL_topCellsByArea="dfxtp_1 51%, ha_1 14%, xnor2_1 6.3%"
export IMPL_ys_sh_simple=0.128
export IMPL_area_growth_pct=35.4
export IMPL_hold_depth=0
export IMPL_grt_pass1_vias=1779
export IMPL_setup_violations_final=0
export IMPL_clock_path_buffers=2
export IMPL_clk_pin_slew_ns=0.07
export IMPL_firstDrtPassIters=4
export IMPL_hp_start="u10.cout"
export IMPL_post_cts_resized=0
export IMPL_cts_max_level=3
export IMPL_ys_sh_aoi=0.0805
export IMPL_finalCritPeriodShare=0.523
export IMPL_ys_sh_mux=0
export IMPL_dr_first_iter_drc_count=31
export IMPL_timing_rr_end="u10.sout[6]"
export IMPL_synth_cell_types=30
export IMPL_viasPerCell=4.80
export IMPL_min_period_ns=3.71
export IMPL_vias=1926
export IMPL_place_gp_congestion=0.797
export IMPL_grt_antenna_before_repair=0
export IMPL_worst_pin_slew_ns=0.328
export IMPL_cp_required_ns=5.68
export IMPL_crit_path_max_fanout=6
export IMPL_io_buffers=69
export IMPL_route_detailed_drc=0
export IMPL_syn_inst=248
export IMPL_cp_data_arrival_time_ns=2.29
export IMPL_dieArea_um2=5610
export IMPL_worstReg2RegStart="u10.s_cin"
export IMPL_tritoncts="built"
export IMPL_cp_start_kind="flop"
export IMPL_warnings=26
export IMPL_fillers=435
export IMPL_synth_area_um2=2660
export IMPL_grt_pass1_wl_um=7780
export IMPL_final_cell_mix="69 x clkdlybuf4s50_1, 68 x dfxtp_1, 30 x ha_1"
export IMPL_reg2reg_slack_ns=4.91
export IMPL_max_freq_mhz=269
export IMPL_finalInstanceArea_um2=3600
export IMPL_ys_warnings_count=2
export IMPL_fa_ha_area_frac=0.171
export IMPL_ys_area_um2=2660
export IMPL_post_cts_buffers=0
export IMPL_route_antenna_diode_count=0
export IMPL_postRouteAntennaNets=0
export IMPL_p_per_area_nw_per_um2=240
export IMPL_clock_sinks=68
export IMPL_initial_core_util=0.520
export IMPL_drv_cap=0
export IMPL_p_leak_nw=1.43
export IMPL_startpoint="u13.count[2]"
export IMPL_routedWlPerCell_um=11.4
export IMPL_die_y_um=74.9
export IMPL_rows=26
export IMPL_reg2reg_depth=7
export IMPL_combGateArea_um2=1220
## sequential cells by signal, indices dropped and copies added, names as in the netlist, 8 cells and up
register and cells:
u11.sout 8, u13.count 16, u10.s_bin 8, u10.sout 8
u11.s_bin 8, u11.s_ain 8, u10.s_ain 8
## cells by family after synthesis
| logic type | Yosys count |
|---|---|
| xor gates and xnor gates | 24 |
| and+or+nand+nor | 66 |
| AOI/OAI and AO/OA | 36 |
| DFF | 68 |
| buffers and inverters | 20 |
| adders and majority gates | 34 |
## Yosys cell counts
cell type / number
dfxtp_1: 68
ha_1: 30
nor2_1: 20
xnor2_1: 19
inv_1: 18
a21oi_1: 16
nand2_1: 10
nand3_1: 10
nor3_1: 8
o21ai_0: 7
a21o_1: 6
xor2_1: 5
fa_1: 4
or2_2: 4
a211oi_1: 3
nand4_1: 3
clkbuf_1: 2
nor4_1: 2
or3_1: 2
a31oi_1: 1
and2_1: 1
and3_2: 1
and4_1: 1
and4_4: 1
nand4_4: 1
nor2b_1: 1
o211ai_1: 1
o21bai_1: 1
o311a_1: 1
or4_1: 1
## worst max-delay path by stage
stage	endpoint	cells after the start
4_1_cts	comp_out	8
5_1_grt	comp_out	8
6_report	comp_out	8
## per-stage QoR
| stage | std cells | worst slack [ns] |
|---|---|---|
| floorplan | 248 | 4.46 |
| global placement | 385 | 3.78 |
| detailed placement | 385 | 3.74 |
| CTS | 401 | 3.37 |
| global route | 401 | 3.25 |
| finish | 401 | 3.39 |
## layer usage
metal	GRT usage	wire length, um	share of wire	vias to the layer above
li1	-	-	-	1003
met1	0.298	2230	0.49	873
met2	0.283	2090	0.45	48
met3	0.0339	245	0.053	2
met4	0.0335	28	0.0061	0
met5	0	0	0	-
## power by group
part           internal, mW  switching [mW]
registers             0.416          0.0189
logic                 0.101          0.0547
clock network         0.135           0.138
## cell type report
type / instances / area share
clock buffers: 12 / 0.0403
well taps: 70 / 0.0243
clock inverters: 4 / 0.00696
inverters: 18 / 0.0188
multi-input cells: 160 / 0.339
flip-flops and latches: 68 / 0.378
repair buffers: 69 / 0.192
## worst max-delay path, stage by stage, from the launching register on
cell	delay, ns
dfxtp_1	0.42
inv_1	0.09
ha_1	0.30
a21oi_1	0.14
o21ai_0	0.10
a21oi_1	0.16
o21ai_0	0.12
a21oi_1	0.17
clkdlybuf4s50_1	0.48
Power figures rest on the tool's default switching activity, not on a simulated workload.
