[flow/run.sh]
#!/bin/bash
# OpenROAD 26Q1-2900-gdf79404cd8, Yosys 0.63+post, stock flow scripts
make -C /OpenROAD-flow-scripts/flow DESIGN_CONFIG=/design/flow/config.mk WORK_HOME=/design/flow/orfs finish
[flow/config.mk]
export PLATFORM = sky130hd
export DESIGN_NAME = Adder16
export DESIGN_NICKNAME = Adder16
export VERILOG_FILES = /design/flow/design.v
export SDC_FILE = /design/flow/constraint.sdc
export NUM_CORES = 4
export LEC_CHECK = 1
export CORE_UTILIZATION = 40
[flow/constraint.sdc]
current_design Adder16

set clk_period 6.0
set clk_io_pct 0.2

create_clock -name clk0 -period $clk_period [get_ports {clk}]

set non_clock_inputs [all_inputs -no_clocks]
set_input_delay [expr $clk_period * $clk_io_pct] -clock clk0 $non_clock_inputs
set_output_delay [expr $clk_period * $clk_io_pct] -clock clk0 [all_outputs]
[flow/design.v]
module Adder16 #(
  parameter DATA_WIDTH = 16
  ) (
  output logic [DATA_WIDTH-1:0] sout,
  output logic cout,
  input  logic [DATA_WIDTH-1:0] ain, bin,
  input  logic cin, clk
  );
  logic [DATA_WIDTH-1:0] s_ain,s_bin;
  logic s_cin;
  always_ff @(posedge clk) begin
    s_ain <= ain;
    s_bin <= bin;
    s_cin <= cin;
    {cout,sout} <= s_ain + s_bin + s_cin;
  end
endmodule
module Adder8 #(
  parameter DATA_WIDTH = 8
  ) (
  output logic [DATA_WIDTH-1:0] sout,
  output logic cout,
  input  logic [DATA_WIDTH-1:0] ain, bin,
  input  logic cin, clk
  );
  logic [DATA_WIDTH-1:0] s_ain,s_bin;
  logic s_cin;
  always_ff @(posedge clk) begin
    s_ain <= ain;
    s_bin <= bin;
    s_cin <= cin;
    {cout,sout} <= s_ain + s_bin + s_cin;
  end
endmodule
==> results_dict.tcl <==
# place-and-route summary
set metrics [dict create \
    status "completed" \
    finalMaxSlewViolations 0 \
    grt_max_degree 16 \
    ys_warn_count 1 \
    critical_path.most_common_cell "fa_1" \
    syn_to_final_growth_pct 36.7 \
    ir_worst_vdd_v 0.000165 \
    avgSynthCellArea_um2 12.1 \
    cts_resized 0 \
    worstHoldPathType "reg2reg" \
    ant_nets 0 \
    num_io_pins 51 \
    crit_path_start "s_ain[0]$_DFF_P_" \
    cp-start-kind "flip-flop" \
    fin_skew_ns 0.00753 \
    htree_num_levels 2 \
    required_ns 6.19 \
    post_cts_buffers 0 \
    placed_area_um2 2300 \
    grt_usage_pct 14.3 \
    setup_tns_ns 0 \
    crit_cells 7 \
    grt_pass1_vias 1189 \
    synthCells 144 \
    grt_antenna_before_repair 0 \
    endpoint_kind "flip-flop" \
    hold_start "s_cin$_DFF_P_" \
    root_buffer "clkbuf_8" \
    setup_viol 0 \
    cpLargestDelayFamily "AND-OR/OR-AND gates" \
    cts_tree "done" \
    num_rows 23 \
    whs_ns 0.519 \
    crit_type "reg2reg" \
    p_per_area_nw_per_um2 295 \
    worstRegToRegCells 7 \
    wl_per_cell_um 11.8 \
    critPathMaxStageDelay_ns 0.46 \
    final_area_um2 2390 \
    core_area_um2 4090 \
    holdPathStages 1 \
    dr_total_vias 1233 \
    rsz0062_at_grt "no" \
    initialDrtViolationCount 40 \
    globalplace.congestion 0.799 \
    clk_pin_slew_ns 0.08 \
    rr_startpoint "s_ain[0]$_DFF_P_" \
    insertion_delay_ns 0.30 \
    path_max_fanout 4 \
    ys_seq_share_pct 57.3 \
    grt_pass1_wl_mm 4.93 \
    finalCritPeriodShare_pct 39.2 \
    drc 0 \
    path_cells "fa_1 > fa_1 > a21o_1 > a221o_2 > a21oi_2 > a21oi_1 > xor2_1" \
    cts.sinks 50 \
    die_h_um 68.1 \
    yosysCellCount 144 \
    fp_util_pct 42.8 \
    synth-seq-cells 50 \
    finalCriticalPeriod_ns 2.35 \
    path_buffers 0 \
    max_freq_ghz 0.426 \
    cts_buffer_depth 2 \
    netlist_area_um2 1750 \
    cap_violations 0 \
    worst_pin_slew_ns 0.328 \
    hpwlAfterDp_mm 2.23 \
    drive_gt1_share_pct 7.00 \
    chipWidth_um 68.1 \
    slew_headroom_pct 78.0 \
    crit_slowest_cell "fa_1" \
    hold_buffers 0 \
    warnings 25 \
    antenna_cells 0 \
    firstDrtPassIters 6 \
    wl_mm 2.94 \
    power.total_uw 706 \
    chip_area_um2 4640 \
    cts_inserted_buffers 5 \
    io_buffers 50 \
    grt_overflow 0 \
    finalHoldViolCount 0 \
    ys_chip_area_um2 1750 \
    power_leakage_uw 0.00101 \
    post_drt_via_cell_ratio 4.93 \
    arrival_ns 2.54 \
    ys_types 29 \
]
==> kinds of logic (layout without fill, tap and decap cells) <==
group	count (synthesis)	after routing	share of synthesized area, %
flops	50	50	57.3
xor+xnor	14	14	7.02
simple gates	21	21	6.37
buf+inv	2	58	0.430
fa+ha+maj	17	17	13.0
compound gates	40	40	15.9
==> sequential cells by signal (all words and copies together), names as in the netlist <==
| register | flops |
|---|---|
| sout | 16 |
| s_bin | 16 |
| cout | 1 |
| s_cin | 1 |
| s_ain | 16 |
==> final cells by class <==
class | count | area [µm²]
Clock buffer | 6 | 72.6
Sequential cell | 50 | 1000
Clock inverter | 2 | 13.8
Timing Repair Buffer | 50 | 500
Tap cell | 50 | 62.6
Fill cell | 347 | 1700
Multi-Input combinational cell | 92 | 739
==> metal layers <==
layer  part of all wire (%)  global-route usage [%]  vias to the layer above
met5                      0                       0                        -
met4                    1.7                    2.34                        0
met1                     45                    19.0                      549
met2                     46                    24.3                       51
li1                       -                       -                      626
met3                    7.1                    3.38                        7
==> cell usage after synthesis <==
library cell | instances | area share [%]
a31o_2 | 1 | 0.50
nor2b_1 | 2 | 0.72
nor3_1 | 2 | 0.57
a21oi_1 | 11 | 3.1
a221o_2 | 1 | 0.64
o21a_1 | 2 | 0.86
a31oi_1 | 2 | 0.72
a211oi_2 | 1 | 0.72
xor2_1 | 6 | 3.0
nor2_1 | 5 | 1.1
a22oi_1 | 1 | 0.43
xnor2_1 | 8 | 4.0
nand4_1 | 3 | 1.1
o211ai_1 | 3 | 1.3
nand3_1 | 2 | 0.57
dfxtp_1 | 50 | 57
o2111a_1 | 1 | 0.64
o221ai_1 | 1 | 0.50
o21ai_0 | 4 | 1.1
clkbuf_1 | 2 | 0.43
ha_1 | 15 | 11
a21o_1 | 9 | 3.9
or2_2 | 2 | 0.72
fa_1 | 2 | 2.3
a21oi_2 | 2 | 1.0
and4_1 | 1 | 0.50
and3_1 | 2 | 0.72
o21bai_1 | 1 | 0.43
nand2_1 | 2 | 0.43
==> power breakdown <==
group / leakage [µW] / switching, µW / internal, µW
Clock: 0.0000452 / 101 / 82.2
Sequential: 0.000422 / 10.0 / 369
Combinational: 0.000541 / 48.7 / 94.7
==> final timing paths <==
check	endpoint	slack (ns)
worst max-delay path	sout[14]$_DFF_P_	3.65
worst min-delay path	sout[0]$_DFF_P_	0.52
worst max register to register	sout[14]$_DFF_P_	3.65
worst min register to register	sout[0]$_DFF_P_	0.52
==> metrics by stage <==
stage | setup slack [ns] | cells | util, %
floorplan | 3.78 | 144 | -
global placement | 3.66 | 242 | 56.4
detailed placement | 3.64 | 242 | 56.4
CTS | 3.63 | 250 | 58.5
global route | 3.56 | 250 | 58.5
finish | 3.65 | 250 | 58.5
==> layout by cell type, fill, tap and decap left out, types with 3 or more instances in the layout <==
| cell | synthesis | layout |
|---|---|---|
| nor2_1 | 5 | 5 |
| nand4_1 | 3 | 3 |
| a21oi_1 | 11 | 11 |
| clkbuf_8 | 0 | 5 |
| xor2_1 | 6 | 6 |
| o21ai_0 | 4 | 4 |
| clkdlybuf4s50_1 | 0 | 50 |
| ha_1 | 15 | 15 |
| a21o_1 | 9 | 9 |
| xnor2_1 | 8 | 8 |
| o211ai_1 | 3 | 3 |
| dfxtp_1 | 50 | 50 |
Power and IR drop assume default switching activity.
