$ cat design/flow/config.mk
export PLATFORM = sky130hd
export DESIGN_NAME = Multiply16x16
export DESIGN_NICKNAME = Multiply16x16
export VERILOG_FILES = /design/flow/design.v
export SDC_FILE = /design/flow/constraint.sdc
export NUM_CORES = 4
export LEC_CHECK = 1
export CORE_UTILIZATION = 30
$ cat design/flow/constraint.sdc
current_design Multiply16x16

set clk_period 16.8
set clk_io_pct 0.2

create_clock -name clk0 -period $clk_period [get_ports {clk}]

set non_clock_inputs [all_inputs -no_clocks]
set_input_delay [expr $clk_period * $clk_io_pct] -clock clk0 $non_clock_inputs
set_output_delay [expr $clk_period * $clk_io_pct] -clock clk0 [all_outputs]
$ cat design/flow/design.v
module Multiply8x8 #( 
  parameter DATA_WIDTH = 8
  ) (
  input  logic [DATA_WIDTH-1:0] op1, op2,
  input  logic clk,
  output logic [2*DATA_WIDTH-1:0] res
);
always_ff @(posedge clk) begin
  res <= op1*op2;
end
endmodule
module Multiply16x16 #( 
  parameter DATA_WIDTH = 16
  ) (
  input  logic [DATA_WIDTH-1:0] op1, op2,
  input  logic clk,
  output logic [2*DATA_WIDTH-1:0] res
);
always_ff @(posedge clk) begin
  res <= op1*op2;
end
endmodule
$ cat design/flow/run.sh
#!/bin/bash
# OpenROAD 26Q1-2900-gdf79404cd8, Yosys 0.63+post, stock flow scripts
make -C /OpenROAD-flow-scripts/flow DESIGN_CONFIG=/design/flow/config.mk WORK_HOME=/design/flow/orfs finish
==> deck_impl_summary.md <==
Implementation Results

Outcome
  • Status: finished, final reports clean

Clock tree
  • CTS tree: yes
  • H-tree depth: 2
  • Post-CTS setup buffers: 0
  • Clock Path Buffers: 2
  • Clk sinks: 32
  • Post-CTS sizing: 0
  • Num CTS Buffers: 5
  • Hold_buf cts: 0
  • Clock tree root buffer cell: clkbuf_16
  • Clock transition at path regs: 0.05 ns

Worst setup path
  • CP Data Required Time: 16.98 ns
  • WS Path Type: input port to flop
  • Crit path top cell by count: fa_1
  • CP Max Fanout: 16
  • Worst Setup End Kind: flop
  • Worst path cell trace: clkdlybuf4s50_1 -> and2_1 -> fa_1 -> inv_1 -> fa_1 -> fa_1 -> fa_1 -> inv_1 -> fa_1 -> inv_1 -> fa_1 -> inv_1 -> ha_1 -> nand3_1 -> nor2_1 -> o2111ai_1 -> a31oi_1 -> nor3_1 -> a211oi_1
  • CP arrival: approximately 9.5 ns
  • Startpoint types: input port
  • Max incr delay on CP: 0.83 ns
  • Largest delay share family, worst path: adder cells
  • Crit path max-delay cell type: clkdlybuf4s50_1
  • CP bufs+invs: 5

Synth
  • Netlist cell types: 47
  • Yosys stat area: roughly 9300 um2
  • Seq share, synth: slightly below 7%
  • Cell count after synthesis: 1036
  • Syn_area_per_cell: 8.98 um2
  • Cell total in the yosys stat output: between 1000 and 1500
  • Post-synth regs: 32
  • Yosys warning count: 1
  • Cell area after synthesis: approximately 9300 um2

Drt
  • Routed WL per cell: 14.5 um
  • Remaining antenna violation count: 0
  • Initial drt markers: 328
  • DR DRC count: 0
  • DR vias: between 6000 and 7000
  • Via/cell ratio: 4.68
  • Diodes inserted: 0
  • WL final: 21200 um
  • Initial DRT Pass Iterations: 5

Floorplan
  • Die Width: 178 um
  • Fp util: 30.5%
  • DIE HEIGHT: 178 um
  • Chip area: 31700 um2
  • I/O pins: 65
  • CORE AREA: slightly above 30000 um2
  • Row cnt: 64

Global routing
  • Vias in the first global route: slightly below 7000
  • Initial antenna violation count: 0
  • Grt total ovfl: 0
  • First-pass GRT wire length: 35400 um
  • Largest net degree at the start of global routing: 17
  • Overall Global Routing Usage: 14.9%

Min path
  • Hold Crit Class: input port to flop

Place
  • GPL Wtd Cong: 0.871
  • DP HPWL: 17400 um
  • Placed Area: between 10000 and 15000 um2
  • I/O Buffers: 64

Job
  • Tool warnings: 25
  • Maxcap violations: 0

Layout
  • Filler cells: 3143
  • Max reg flops: 32
  • Syn-to-layout area delta: 11.8%
  • Final Instance Area: 10400 um2
  • Regs by FF count: res (32)
  • Biggest register: res
  • Share of cells above drive strength 1: 1.69%

Timing
  • Fmax: 0.108 GHz
  • Slew @ Worst Pin: 0.824 ns
  • Hold Vio Cnt, Final: 0
  • Fin crit share: 55.2%
  • Worst relative slew slack: 44.9%
  • Unrepaired setup endpoints after global routing: no
  • Crit path time final: 9.27 ns
  • Final Slew Violations: 0
  • # setup viols final: 0
  • Setup TNS: 0 ns
cell usage after synthesis, drive strengths merged:
cell | number | area share, %
o21bai | 5 | 0.44
nor2b | 4 | 0.27
a221o | 2 | 0.22
o211ai | 1 | 0.081
o2111ai | 1 | 0.094
a21boi | 1 | 0.081
inv | 224 | 9.0
nor2 | 15 | 0.61
nand2 | 151 | 6.1
nand2b | 3 | 0.20
nor4 | 1 | 0.13
o21a | 2 | 0.16
o211a | 1 | 0.11
a221oi | 1 | 0.094
or3 | 1 | 0.067
a21o | 12 | 1.0
o21ai | 17 | 0.91
buf | 7 | 0.61
xor2 | 8 | 0.75
a31o | 3 | 0.28
a22oi | 1 | 0.081
nor3 | 10 | 0.65
xnor2 | 19 | 1.8
a211oi | 4 | 0.38
a21oi | 22 | 1.2
and2 | 126 | 8.5
fa | 194 | 42
nand3 | 9 | 0.48
dfxtp | 32 | 6.9
a41oi | 2 | 0.19
a31oi | 7 | 0.63
or2 | 1 | 0.067
ha | 104 | 14
clkbuf | 34 | 1.4
o221ai | 1 | 0.094
a311oi | 1 | 0.094
nand4 | 9 | 0.61
layout by cell type (no fill, tap or decap), types with 3 or more instances in the layout:
cell type | netlist | layout
xnor2_1 | 19 | 19
a21o_1 | 10 | 10
a211oi_1 | 3 | 3
nor2_1 | 15 | 15
nand3_1 | 9 | 9
xor2_1 | 8 | 8
o21bai_1 | 4 | 4
clkdlybuf4s50_1 | 0 | 64
a21oi_1 | 21 | 21
and2_1 | 126 | 126
nor3_1 | 8 | 8
dfxtp_1 | 32 | 32
nand2_1 | 151 | 151
nor2b_1 | 4 | 4
clkbuf_16 | 0 | 5
nand2b_1 | 3 | 3
o21ai_1 | 9 | 9
fa_1 | 194 | 194
ha_1 | 104 | 104
o21ai_0 | 8 | 8
nand4_1 | 9 | 9
a31oi_1 | 6 | 6
inv_1 | 224 | 224
path summary, 6_finish.rpt:
| path | start | to | slack [ns] | depth (start not counted) |
|---|---|---|---|---|
| setup / recovery | op1[7] | res[30] | 7.53 | 19 |
| hold / removal | op1[0] | res[0] | 4.18 | 2 |
routing by layer:
layer	up-vias	global-route usage, %	routed length (um)	share of wire [%]
met4	0	1.18	205	0.96
met5	-	0	0	0
met1	3459	21.5	9200	43
met3	23	3.82	1230	5.8
met2	177	24.2	10600	50
li1	3183	-	-	-
per-stage QoR:
step                util [%]  setup slack [ns]  cells  hold WS (ns)
finish                  34.1              7.53   1463          4.18
global route            34.1              7.28   1463          4.24
CTS                     34.1              7.60   1463          4.17
detailed placement      33.6              7.34   1455          4.02
global placement        33.6              7.30   1455          4.02
floorplan                  -              8.40   1036          3.48
kinds of logic after synthesis:
| family | synth area share, % |
|---|---|
| XOR/XNOR | 2.54 |
| AND/OR/NAND/NOR | 17.6 |
| adder cells (fa/ha/maj) | 55.7 |
| buffers and inverters | 11.0 |
| flip-flops | 6.89 |
| AND-OR/OR-AND | 6.16 |
area by class of cell:
type / instances / area, um2 / share of cell area [%]
multi-input cells: 739 / 7640 / 73.4
inverters: 224 / 841 / 8.09
flip-flops and latches: 32 / 641 / 6.16
repair buffers: 64 / 641 / 6.16
well taps: 396 / 495 / 4.77
clock buffers: 5 / 125 / 1.20
clock inverters: 3 / 18.8 / 0.181
